### flow/design.v
module Novas_Saidas_ELE(AndarB1, AndarB0, At, A1, A2, A3, Su, De, PA, PF);
	input AndarB1, AndarB0, At, A1, A2, A3;
	output Su, De, PA, PF;
	not(notAt, At);
	not(notA1, A1);
	not(notA2, A2);
	not(notA3, A3);
	not(notAndarB0, AndarB0);
	not(notAndarB1, AndarB1);
	and(and1, AndarB1, notAndarB0, notA2, A3);
	and(and2, notAndarB1, notAndarB0, notAt, A1);
	and(and3, notAndarB1, notAt, notA1, A2);
	and(and4, notAndarB1, notAt, notA1, A3);
	or(Su, and1, and2, and3, and4);
	and(and5, AndarB1, At, notA2, notA3);
	and(and6, AndarB1, A1, notA2, notA3);
	and(and7, AndarB1, AndarB0, A2, notA3);
	and(and8, notAndarB1, AndarB0, At, notA1);
	or(De, and5, and6, and7, and8);
	and(and9, notAndarB1, notAndarB0, At);
	and(and10, notAndarB1, AndarB0, A1);
	and(and11, AndarB1, notAndarB0, A2);
	and(and12, AndarB1, AndarB0, A3);
	or(PA, and9, and10, and11, and12);
	and(and15, AndarB1, AndarB0, A2);
	and(and16, AndarB1, AndarB0, A1);
	and(and17, AndarB1, AndarB0, At);
	and(and18, AndarB1, At, A1, A3);
	and(and19, AndarB1, AndarB0, At, A3);
	and(and20, AndarB1, AndarB0, A1, A3);
	and(and21, AndarB1, AndarB0, A2, A3);
	or(PF, and15, and16, and17, and18, and19, and20, and21);
endmodule
### flow/config.mk
export PLATFORM = sky130hd
export DESIGN_NAME = Novas_Saidas_ELE
export DESIGN_NICKNAME = Novas_Saidas_ELE
export VERILOG_FILES = /design/flow/design.v
export SDC_FILE = /design/flow/constraint.sdc
export NUM_CORES = 4
export LEC_CHECK = 1
export CORE_AREA = 10 10 70 70
export DIE_AREA = 0 0 80 80
### flow/constraint.sdc
current_design Novas_Saidas_ELE

set clk_period 1.0
set clk_io_pct 0.2

create_clock -name clk0 -period $clk_period

set non_clock_inputs [all_inputs -no_clocks]
set_input_delay [expr $clk_period * $clk_io_pct] -clock clk0 $non_clock_inputs
set_output_delay [expr $clk_period * $clk_io_pct] -clock clk0 [all_outputs]
### flow/run.sh
#!/bin/bash
# OpenROAD 26Q1-2900-gdf79404cd8, Yosys 0.63+post, stock flow scripts
make -C /OpenROAD-flow-scripts/flow DESIGN_CONFIG=/design/flow/config.mk WORK_HOME=/design/flow/orfs finish
==> results.txt <==
This memo summarizes the results of the implementation run.

Status
The run finished, with violations left. The checks that failed: negative setup slack.

Logic synthesis
Ranked by instance count, the synthesized netlist is headed by sky130_fd_sc_hd__nor2_1, sky130_fd_sc_hd__nor3_1. Of the combinational cells, the family taking the most area is simple AND/OR/NAND/NOR gates. Before any placement, the netlist area is recorded as 130 um2. The proportion of netlist area held by the largest area contributor is 20.2%. Of the synthesized area, sequential elements account for 0%. After Yosys synthesis, AND-OR and OR-AND compound gates account for 23.1% of the synthesized area.

The portion of synthesized area spent on multiplexers is 20.2%. The warning count from the yosys run is 25. After synthesis, the design contains 15 cells according to Yosys.

Summing the areas of all and, or, nand and nor instances in the mapped netlist gives 56.7% of the synthesized area. After Yosys synthesis, XOR and XNOR cells account for 0% of the synthesized area. After synthesis, the mean cell area works out to 8.68 um2. After synthesis, the cell types taking the most area are sky130_fd_sc_hd__mux4_1, sky130_fd_sc_hd__o211ai_2, sky130_fd_sc_hd__nand4bb_1.

The synthesized netlist devotes 0% of its cell area to adder and majority cells. The largest area contributor in the netlist is sky130_fd_sc_hd__mux4_1. Counting every instance in the synthesized netlist gives 15. Counting distinct cell types in the post-synthesis netlist gives 13. The total cell area reported by yosys after synthesis is 130 um2.

Cells and area
The number of fill cells in the layout is 399. The share of final-layout standard cells stronger than drive strength 1 is 66.7%. The number of flip-flops and latches is 0.

The signed area change from the synthesized netlist to the final layout is 179%. Clock buffers in the final layout number 0. The sequential standard cell area is 0 um2. The core utilization of the finished layout is 10.6%.

Final timing
Headroom to the max-slew limit came out at 87.4%. The final total negative setup slack is -626 ps. The achievable frequency is 0.821 GHz. The end-of-flow timing check tallies setup violations at 3. The measured slew at the worst slew-check pin is 188 ps. The shortest period the worst path allows is 1220 ps. The hold slack is 772 ps.

The number of hold-slack violations in the final timing report is 0. Setup repair after global routing could not meet its margin everywhere. The final timing report lists a max-slew violation count of 0. The share of the clock period used by the worst path after layout is 122%. The slack of the critical path is -217 ps.

Worst hold path
The number of cells on the worst hold path is listed as 4. Note that the worst hold path type here is input pin to primary output. For hold timing, the worst endpoint is Su. For the worst min-delay path, the startpoint reported by OpenROAD is A1.

Floorplanning
The vertical die size is 80 um. From left edge to right edge, the die measures 80 um. The initial standard-cell utilization of the core is 3.81%. The total die size is 6400 um2.

The total number of placement rows is 21. According to the I/O placement log, the pin count is 10. The area of the core is 3420 um2.

GRT
The combined global-route utilization of all metal layers is 1.96%. The largest net degree at the start of global routing is 6. The number of antenna violations at the first check in global routing came to 0. The via count of the first global-routing pass is 208. The first global-routing pass estimated 1040 um of wire.

Global routing finished with a remaining overflow of 0.

Routing
The post-detailed-routing wire length is 692 um. The antenna diode count is 0. The length of the first detailed-routing pass in iterations is 2. The wire length per cell is 8.76 um. The DRC violation total left in the routed layout is recorded as 0. The detailed router's first-iteration violation count is 31.

The total via count after detailed routing is 206. For this run, the detailed router reports a per-instance via density of 2.61. The remaining antenna violation count is 0.

Pwr
Overall power consumption after layout is estimated at 0.121 mW. Power spread over the standard cell area amounts to 334 nW/um2. In this run the VDD rail shows a maximum IR drop of 0.0544 mV.

The reported leakage power is 0.142 nW.

Worst setup path
STA lists the maximum fanout along the critical path as 4. Data arrives at the worst endpoint at 1020 ps. The cell family contributing the most delay on the critical path is simple AND/OR/NAND/NOR gates. The worst setup path startpoint is At. The required arrival time at the worst endpoint is 800 ps. For this run, the slowest stage of the critical path takes 520 ps. The critical-path cell with the highest stage delay is sky130_fd_sc_hd__or4b_4. The element type at the critical path end is a primary output. The number of buffers and inverters on the critical path is 2. Listed in order, past its start point the critical path passes buf_6 -> or4b_4 -> o211ai_2 -> buf_2.

The category of the worst setup path launch point is an input pin. The classification of the worst setup path is input pin to primary output.

Run
The logs give a warning total of 34. The run reported a max-capacitance violation count of 0.

Placed design
Per the post-place timing report, worst setup slack is -1060 ps. The number of I/O port buffers is 10. Once detailed placement completed, the half-perimeter wirelength came to 548 um. After its last routability iteration, the placer logged a weighted congestion of 0.672.

Clock tree
For this design, the CTS-stage hold fixing added 0 buffers.
-- cell usage in the layout, fill, tap and decap left out --
master	count
sky130_fd_sc_hd__nand4b_1	1
sky130_fd_sc_hd__buf_8	2
sky130_fd_sc_hd__or3_1	1
sky130_fd_sc_hd__nor3_1	1
sky130_fd_sc_hd__a21oi_1	1
sky130_fd_sc_hd__o21ai_0	1
sky130_fd_sc_hd__or4bb_1	1
sky130_fd_sc_hd__or3b_1	1
sky130_fd_sc_hd__or4b_4	1
sky130_fd_sc_hd__buf_2	4
sky130_fd_sc_hd__o211ai_1	1
sky130_fd_sc_hd__nor2_1	2
sky130_fd_sc_hd__buf_6	8
sky130_fd_sc_hd__buf_4	4
sky130_fd_sc_hd__mux4_2	1
sky130_fd_sc_hd__nor3_2	1
sky130_fd_sc_hd__nand4bb_1	1
sky130_fd_sc_hd__o211ai_2	1
-- what timing repair did --
action | 4_1_cts | 5_1_grt
setup endpoints to repair | 4 | 4
resized | 50 | 5
pin swaps | 5 | 4
setup buffers | 2 | 0
-- kinds of logic after synthesis --
| kind of cell | after synthesis |
|---|---|
| AOI/OAI and AO/OA | 4 |
| and+or+nand+nor | 10 |
| muxes | 1 |
-- worst max path at each step --
stage	to	slack (ps)	cells after the start
CTS	Su	-230	4
finish	Su	-220	4
global route	De	-280	4
-- metal layers --
metal / global-route usage [%] / wire length [um]
met1: 2.77 / 313
met2: 2.89 / 319
met3: 0.795 / 59
met4: 0 / 0
met5: 0 / 0
-- through the flow --
step                      instances  area [um2]
after floorplan                  15         130
after global placement           77         333
after detailed placement         77         333
after CTS                        79         345
after global routing             79         363
final                            79         363
-- where the power goes --
part | total, mW | leakage (nW) | internal, mW | switching, mW
clock | 0 | 0 | 0 | 0
combinational | 0.121 | 0.142 | 0.0804 | 0.0408
sequential | 0 | 0 | 0 | 0
total | 0.121 | 0.142 | 0.0804 | 0.0408
-- area by class of cell --
class / instances / area (um2) / area share, %
multi-input combinational: 15 / 135 / 37.2
timing repair buffer: 18 / 170 / 46.9
tap: 46 / 57.6 / 15.9
Power figures rest on the tool's default switching activity, not on a simulated workload.
